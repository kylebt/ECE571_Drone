**run.sh**
```bash
#!/bin/bash
# OpenROAD 26Q1-2900-gdf79404cd8, Yosys 0.63+post, stock flow scripts
make -C /OpenROAD-flow-scripts/flow DESIGN_CONFIG=/design/flow/config.mk WORK_HOME=/design/flow/orfs finish
```
**config.mk**
```make
export PLATFORM = sky130hd
export DESIGN_NAME = rpmctrl
export DESIGN_NICKNAME = rpmctrl
export VERILOG_FILES = /design/flow/design.v
export SDC_FILE = /design/flow/constraint.sdc
export NUM_CORES = 4
export LEC_CHECK = 1
export CORE_AREA = 10 10 93 93
export DIE_AREA = 0 0 103 103
```
**constraint.sdc**
```tcl
current_design rpmctrl

set clk_period 6.8
set clk_io_pct 0.2

create_clock -name clk0 -period $clk_period [get_ports {clk}]

set non_clock_inputs [all_inputs -no_clocks]
set_input_delay [expr $clk_period * $clk_io_pct] -clock clk0 $non_clock_inputs
set_output_delay [expr $clk_period * $clk_io_pct] -clock clk0 [all_outputs]
```
**design.v**
```verilog
module rpmctrl(clk, resetn, dir_rpm, alt_rpm, rpm_set);
input clk, resetn;
input [15:0] dir_rpm, alt_rpm;
output reg [15:0] rpm_set;			 
always_ff @(posedge clk)
begin
	if(~resetn)
	rpm_set <= alt_rpm;
	else
	rpm_set <= dir_rpm + alt_rpm;
end
endmodule
```
==> run notes <==
Detailed placement finished with a half-perimeter wire length of 3002 um. The registers of the reported paths see a clock transition of 70 ps. According to the hold report, the worst path is of the in -> reg type. In this run the horizontal extent of the chip is 103 um. The tools report the area of the synthesized netlist per yosys stat as 0.001239 mm^2. The number of gates resized after CTS was 0.

The maximum clock frequency was 275.5 MHz. Critical setup path kind: in -> reg. For the worst setup path, the data required time is 6950 ps. The run gives 0.7781 nW for the cell leakage power. The run gives 0 for the count of antenna diodes in the layout. For this run, the detailed router reports a per-instance via density of 4.405.

The register bit count reported by yosys was 16; the number of buffers and inverters on the critical path was 1. The synth_stat.txt file lists the number of cells as 132. For the H-tree depth reported by CTS, the log shows 1.

The transition time at the pin with the least slew margin was 488.1 ps; the stage delay of the slowest cell on the critical path was 460 ps. Summed over all layers, the routed wires come to 3720 um. For the worst setup path, the data arrival time is 3780 ps. Wire length on met2: 1751 um.

Across the whole layout, storage elements account for 320.3 um^2. After the first detailed-routing iteration, the DRC count stood at 111. The overall power after layout is 0.3396 mW, and the mean routed wirelength per cell is 14.09 um.

The largest net degree at the start of global routing came out at 23. The longest clock path from root to sink contains 2 buffers. In the post-route analysis, the smallest setup slack over all paths is 3170 ps. The end-of-flow timing check tallies setup violations at 0. On the critical path, the stage with the largest delay is an instance of sky130_fd_sc_hd__a221oi_2. TritonCTS built the clock tree. Per STA, the worst path is made up of clkdlybuf4s50_1 -> ha_1 -> fa_1 -> a21o_1 -> a221oi_2 -> nor3_1 -> a211oi_2 -> xnor2_1 -> mux2_2.

The first global-routing pass estimated 6030 um of wire. With the post-synthesis sequential area ratio at 25.86%, the total number of vias is 1163. The clock tree has to reach 16 sinks. The number of antenna violations at the first check in global routing came out at 0. In this run, post-CTS hold repair placed 0 buffers.

The flow ran to the end, and the final reports show no timing, DRC or antenna violations. The register with the most flip-flops in the layout has 16 of them. The register with the most flip-flops in the final layout is rpm_set.

Power per cell area: 180.2 mW/mm^2. The run gives 55.15 uV for the worst IR drop on VDD. Subtracting the final worst setup slack from the clock period gives 3630 ps.

In this run the clock root is driven by a sky130_fd_sc_hd__clkbuf_8. Timing analysis after detailed placement gives a worst setup slack of 2896 ps. The run gives 0 ps as the final sum of negative setup slack. Core footprint: 0.006756 mm^2.

The tools report the type of destination of the critical path as a register. Excluding fillers, the count of instances in the completed layout stands at 264. The run gives 0 for the number of nets with antenna violations after detailed routing. According to the report, the first pass of detailed routing completed in 4 iterations.

The tools report the total overflow reported by the global router as 0. Before placement the cells fill 18.33% of the core. The end-of-flow core utilization came out at 27.89%.

The final timing report lists a max-slew violation count of 0. Setup repair after global routing left no endpoint under its margin. In this run, placement finished with an instance count of 260. Synthesis produced 132 cells. The filler cells instantiated in the layout total 714. Among cell families on the critical path, the largest total delay comes from AND-OR/OR-AND gates.

The number of buffers created by CTS was 3; the synthesized area divided by synthesized cell count was 9.384 um^2. Leaving out buffers and inverters, the combinational logic in the layout accounts for 903.4 um^2. The final timing report lists a hold violation count of 0.

The global-route usage over all layers came out at 7.092%. The tools report the buffer count from post-CTS setup fixing as 0. Counting distinct cell types in the post-synthesis netlist gives 33. The number of OpenROAD warnings is 25, and the via count of the first global-routing pass is 1219.

The run gives 0.01061 mm^2 as the area enclosed by the die boundary. The synthesized cell area was 0.001239 mm^2; the headroom to the max-slew limit was 67.46%. The tools report the count of warnings emitted by yosys as 1. Top layer reached by signal wires: met4. The largest fanout of any net on the critical path works out to 4. The run gives 0 for the max-cap violation count. Die outline height: 103 um. The floorplan has 30 rows. The run gives 0.8329 for the last weighted congestion value of the routability-driven placer. With the share of final-layout standard cells stronger than drive strength 1 at 11.41%, the DRC violations left is 0. Post-route period utilization is reported as 53.38%. In the final layout, the registers with the most flip-flops are rpm_set: 16 flops. The total I/O pin count came out at 50. After detailed routing, the wire length on met1 is 1656 um. The run gives 276 um for the routed wire length on met3.

The tools report the kind of launch point of the worst setup path as an input pin. Input and output buffers added on the ports amount to 49. The synthesis-to-finish area growth works out to 52.12%.
cell usage after synthesis:
cell type / number / area [um^2]
sky130_fd_sc_hd__dfxtp_1: 16 / 320.3
sky130_fd_sc_hd__ha_1: 15 / 187.7
sky130_fd_sc_hd__a21oi_1: 12 / 60.06
sky130_fd_sc_hd__mux2_2: 12 / 135.1
sky130_fd_sc_hd__nand2_1: 10 / 37.54
sky130_fd_sc_hd__xnor2_1: 10 / 87.58
sky130_fd_sc_hd__nor2_1: 7 / 26.28
sky130_fd_sc_hd__and3_1: 6 / 37.54
sky130_fd_sc_hd__a21o_1: 5 / 37.54
sky130_fd_sc_hd__a31oi_1: 4 / 25.02
sky130_fd_sc_hd__nand3_1: 3 / 15.01
sky130_fd_sc_hd__nor2b_1: 3 / 18.77
sky130_fd_sc_hd__xor2_1: 3 / 26.28
sky130_fd_sc_hd__a221o_1: 2 / 20.02
sky130_fd_sc_hd__a221oi_2: 2 / 30.03
sky130_fd_sc_hd__buf_1: 2 / 7.510
sky130_fd_sc_hd__inv_1: 2 / 7.510
sky130_fd_sc_hd__o211ai_1: 2 / 15.01
sky130_fd_sc_hd__o21ai_0: 2 / 10.01
sky130_fd_sc_hd__a2111o_1: 1 / 11.26
sky130_fd_sc_hd__a211oi_2: 1 / 12.51
sky130_fd_sc_hd__a2bb2oi_1: 1 / 8.760
sky130_fd_sc_hd__a32o_1: 1 / 10.01
sky130_fd_sc_hd__a41o_1: 1 / 10.01
sky130_fd_sc_hd__fa_1: 1 / 20.02
sky130_fd_sc_hd__mux2i_1: 1 / 10.01
sky130_fd_sc_hd__nand3b_1: 1 / 7.510
sky130_fd_sc_hd__nor3_1: 1 / 5.000
sky130_fd_sc_hd__nor3b_1: 1 / 7.510
sky130_fd_sc_hd__o21ai_1: 1 / 5.000
sky130_fd_sc_hd__o21bai_1: 1 / 7.510
sky130_fd_sc_hd__o22ai_1: 1 / 6.260
sky130_fd_sc_hd__o31ai_2: 1 / 12.51
final cells by class:
class                           instances  area share, %
Multi-Input combinational cell        112          47.94
Clock buffer                            4          2.922
Timing Repair Buffer                   50          26.43
Inverter                                2         0.3984
Tap cell                               80          5.312
Sequential cell                        16          17.00
layout by cell type, fill, tap and decap left out, types with 2 or more instances in the layout:
cell type                         instances
sky130_fd_sc_hd__a21o_1                   5
sky130_fd_sc_hd__mux2_2                  12
sky130_fd_sc_hd__o21ai_0                  2
sky130_fd_sc_hd__a31oi_1                  4
sky130_fd_sc_hd__xnor2_1                 10
sky130_fd_sc_hd__nor2b_1                  3
sky130_fd_sc_hd__a21oi_1                 12
sky130_fd_sc_hd__clkdlybuf4s50_1         49
sky130_fd_sc_hd__nor2_1                   7
sky130_fd_sc_hd__dfxtp_1                 16
sky130_fd_sc_hd__a221o_1                  2
sky130_fd_sc_hd__clkbuf_8                 4
sky130_fd_sc_hd__ha_1                    15
sky130_fd_sc_hd__nand3_1                  3
sky130_fd_sc_hd__inv_1                    2
sky130_fd_sc_hd__nand2_1                 10
sky130_fd_sc_hd__xor2_1                   3
sky130_fd_sc_hd__o211ai_1                 2
sky130_fd_sc_hd__a221oi_2                 2
sky130_fd_sc_hd__and3_1                   6
tightest hold or removal path, delay by kind of cell:
kind | cells | cell delay, ps
AOI/OAI and AO/OA | 1 | 40
and+or+nand+nor | 1 | 90
buffers and inverters | 1 | 420
report_power, final:
part	internal [mW]	switching (mW)	total [mW]
Combinational	0.0827	0.0524	0.135
Sequential	0.108	0.00399	0.112
Clock	0.0515	0.0406	0.0921
Total	0.243	0.0970	0.340
layer usage:
metal | global-route usage [%] | up-vias
met1 | 9.425 | 528
met5 | 0 | -
met2 | 11.56 | 29
li1 | - | 604
met4 | 1.070 | 0
met3 | 1.828 | 2
metrics by stage:
| step | hold slack, ps | area, um^2 |
|---|---|---|
| after floorplan | 1505 | 1239 |
| after global placement | 1971 | 1829 |
| after detailed placement | 1969 | 1829 |
| after CTS | 1688 | 1884 |
| after global routing | 1717 | 1884 |
| final | 1698 | 1884 |
path summary, 6_finish.rpt:
| kind | depth (start not counted) | end | startpoint |
|---|---|---|---|
| worst max-delay path | 9 | rpm_set[14]$_DFF_P_ | dir_rpm[0] |
| worst min-delay path | 3 | rpm_set[13]$_DFF_P_ | alt_rpm[13] |
kinds of logic (layout without fill, tap and decap cells):
logic type | after synthesis | count (layout) | share of synthesized area, %
mux | 13 | 13 | 11.72
xor+xnor | 13 | 13 | 9.192
flops | 16 | 16 | 25.86
fa+ha+maj | 16 | 16 | 16.77
buf+inv | 4 | 56 | 1.213
simple gates | 32 | 32 | 12.53
compound gates | 38 | 38 | 22.73
Power figures rest on the tool's default switching activity, not on a simulated workload.
