===== flow/config.mk =====
export PLATFORM = sky130hd
export DESIGN_NAME = motor_feedback
export DESIGN_NICKNAME = motor_feedback
export VERILOG_FILES = /design/flow/design.v
export SDC_FILE = /design/flow/constraint.sdc
export NUM_CORES = 4
export LEC_CHECK = 1
export CORE_AREA = 10 10 99 99
export DIE_AREA = 0 0 109 109

===== flow/constraint.sdc =====
current_design motor_feedback

set clk_period 9.0
set clk_io_pct 0.2

create_clock -name clk0 -period $clk_period [get_ports {clk}]

set non_clock_inputs [all_inputs -no_clocks]
set_input_delay [expr $clk_period * $clk_io_pct] -clock clk0 $non_clock_inputs
set_output_delay [expr $clk_period * $clk_io_pct] -clock clk0 [all_outputs]

===== flow/design.v =====
module motor_feedback(
				input logic clk,
				input logic resetn,
				input logic set,
				input logic signed  [15:0] rpm_set,
				input logic signed  [15:0] mot_rpm,
				output logic signed [15:0] rpm_sense);
	logic signed [15:0] old_rpm;
	wire signed [15:0] calcNewSense = rpm_sense + ((old_rpm) >>> 3);
	always_ff @(posedge clk) begin
		if(~resetn) begin  
			rpm_sense <= '0;
			old_rpm <= '0;
		end else begin
			if(set) begin
				rpm_sense <= rpm_set;
				old_rpm <= '0;
			end else begin
				old_rpm <= mot_rpm;
				if(calcNewSense >= 16'h157c) begin
					rpm_sense <= 16'h157c;		 
				end else if(calcNewSense <= 16'h0000) begin
					rpm_sense <= 16'h0000;	 
				end else begin
					rpm_sense <= calcNewSense;
				end
			end
		end
	end
endmodule

===== flow/run.sh =====
#!/bin/bash
# OpenROAD 26Q1-2900-gdf79404cd8, Yosys 0.63+post, stock flow scripts
make -C /OpenROAD-flow-scripts/flow DESIGN_CONFIG=/design/flow/config.mk WORK_HOME=/design/flow/orfs finish

==> job_summary.md <==
### Flow metrics

| Metric | Value |
|---|---|
| Via Count | `around 1800` |
| Die Ht | `109 um` |
| CTS clock-pin slew for the worst setup and hold paths | `around 0.060 ns` |
| Layout fillers | `approximately 800` |
| Post-route setup slack | `approximately 5 ns` |
| Slowest-stage cell, CP | `nor4b_2` |
| Synthesized cell area | `between 1500 and 2000 um^2` |
| Leak | `1.01 nW` |
| Area grow syn2layout | `33.5%` |
| Top cells by count | `dfxtp_1 (29), and2_1 (18), ha_1 (15)` |
| Worst clock skew | `around 0.0059 ns` |
| Gr ovfl total | `0` |
| Distinct cells, synth | `~53` |
| Sequential group share of total power | `between 40% and 50%` |
| Outcome | `finished clean` |
| Clk buf depth | `2` |
| GP Congestion | `about 0.84` |
| CTS sink cnt | `29` |
| H-tree Lvls | `2` |
| Period utilisation layout | `between 40 and 50%` |
| Power after layout | `0.348 mW` |
| IO Pins | `between 50 and 60` |
| Pins Over Slew Limit | `0` |
| Final min period | `roughly 4.0 ns` |
| Critical path cell sequence | `clkdlybuf4s50_1 -> inv_1 -> and4_1 -> nor4b_2 -> and2_2 -> a31oi_1` |
| Cells after synthesis | `217` |
| Cell with the most instances after synthesis | `dfxtp_1` |
| Setup TNS | `0 ns` |
| Routed Antenna Nets | `0` |
| Post-CTS Hold Fix Bufs | `0` |
| Switching Share | `roughly 30%` |
| Cell Area, Placed | `approximately 2500 um^2` |
| DP Worst Slack | `about 4.7 ns` |
| FP Util | `around a quarter` |
| Design area | `2590 um^2` |
| Yosys chip area | `between 1500 and 2000 um^2` |
| Post-synth regs | `29` |
| Total Routed Length | `5270 um` |
| R2r setup slk | `5.78 ns` |
| Core area | `slightly below 8000 um^2` |
| Gr usage total | `under 10%` |
| Diode count | `0` |
| RR Endpoint | `rpm_sense[5]` |
| PD cells | `135 nW/um^2` |
| WHS | `roughly 0.78 ns` |
| Vias in the first global route | `1802` |
| Worst path max stage delay | `roughly 0.7 ns` |
| Routed length per instance | `~14 um` |
| Internal | `approximately 0.24 mW` |
| Tightest Pin Transition | `0.864 ns` |
| Worst Path Max Fanout | `11` |
| Synth Seq Share | `30.0%` |
| Cell family with most CP delay | `simple AND/OR/NAND/NOR gates` |
| Iter 0 DRT Violations | `a little under 90` |
| Endpoints failing setup | `0` |
| Worst EP required | `9.15 ns` |
| IO Port Bufs | `47` |
| Max-Cap Viols | `0` |
| Largest cells by area | `dfxtp_1 (30%), ha_1 (9.7%), and2_1 (5.8%)` |
| Drc violations | `0` |
| First-pass GRT wire length | `roughly 8800 um` |
| CP startpoint | `set` |
| Die area | `between 10000 and 15000 um^2` |
| Signal arrival time at the worst endpoint | `4.17 ns` |
| Reg2reg start | `rpm_sense[0]` |
| Die width | `~110 um` |
| Clock network power share | `29.4%` |
| Post-synth EDFFs | `0` |
| Drt first pass iters | `4` |
| Final hold vios | `0` |
| Synthesis Warnings | `1` |
| Largest net degree at the start of global routing | `22` |
| # Cells Yosys | `between 200 and 250` |
| Initial antenna violation count | `0` |
| P_sw | `between 0.1 and 0.15 mW` |
| CP startpoint kind | `primary input` |
| Combinational Power Share | `between 30% and 40%` |
| Cts bufs inserted | `5` |
| Setup Buffers After CTS | `0` |
| Worst path depth | `6` |
| Clock Latency Late Sink | `~0.28 ns` |
| Top FF cell, synth | `dfxtp_1` |
| DP Wirelength | `4210 um` |
| Log Warnings | `28` |
| Clock Tree Root | `clkbuf_8` |
| FMAX | `between 200 and 250 MHz` |
| Ys async rst share | `0%` |
| Worst hold-check path type | `reg2reg` |
| Worst setup path endpoint | `rpm_sense[5]` |
| CTS tree | `done` |
| CP endpoint kind | `register` |
| Crit Path Category | `in2reg` |
| Number of core rows | `32` |
| Max-area cell share | `roughly 30%` |
| WP buf/inv | `2` |
| Via density | `4.87` |
| Fraction of layout cells with a size suffix above 1 | `about a tenth` |
| Worst relative slew slack | `42.2%` |
| Mapped Avg Cell Area | `~9 um^2` |
| Synth area leader | `dfxtp_1` |
| Post_cts resized | `0` |
| Worst r2r path cells | `9` |
| Unrepaired setup endpoints after global routing | `no` |
| IR drop worst, VDD | `between 0.06 and 0.07 mV` |
metrics by stage:
stage	utilization, %	std cells
finish	33.5	367
global route	33.5	367
CTS	33.5	367
detailed placement	32.4	359
global placement	32.4	359
floorplan	-	217
layer usage:
layer  vias up  GRT usage (%)  wire length (um)
li1        914              -                 -
met1       827           12.9              2620
met2        40           14.2              2350
met3         5           2.33               235
met4         0          0.847                62
met5         -              0                 0
logic make-up after synthesis:
| group | Yosys count | share of synthesized area (%) |
|---|---|---|
| AOI/OAI and AO/OA | 67 | 25.8 |
| xor gates and xnor gates | 8 | 3.62 |
| adders and majority gates | 16 | 10.7 |
| buffers and inverters | 12 | 2.65 |
| DFF | 29 | 30.0 |
| muxes | 1 | 0.517 |
| and+or+nand+nor | 84 | 26.7 |
sequential cells by signal (all words and copies together) (netlist names):
signal and flops:
old_rpm 13, rpm_sense 16
worst min-delay path, delay by kind of cell, from the launching register on:
kind,cells,cell delay (ns)
adders and majority gates,1,0.11
DFF,1,0.31
AOI/OAI and AO/OA,1,0.10
and+or+nand+nor,2,0.24
power groups by stage:
stage | Clock (mW) | Sequential (mW) | Combinational [mW]
final | 0.102 | 0.141 | 0.105
after global routing | 0.114 | 0.142 | 0.117
after CTS | 0.107 | 0.141 | 0.106
worst min path at each step:
stage / startpoint / to / slack [ns] / depth (start not counted)
after global routing: old_rpm[3] / rpm_sense[0] / 0.85 / 4
final: old_rpm[3] / rpm_sense[0] / 0.78 / 4
after CTS: old_rpm[3] / rpm_sense[0] / 0.79 / 4
cells in the final DEF (no fill, tap or decap), drive strengths merged, types with 2 or more instances in the layout:
cell type and instances:
o211ai 10, ha 15, a21o 6, inv 4, xnor2 5, a2111oi 2, o21a 2, a21oi 8
clkdlybuf4s50 47, a211o 2, nor4b 2, clkbuf 8, a211oi 6, a31oi 8, nor3b 2, or2 4
and2 19, nand2 9, nor2b 4, and3 5, o21ai 18, nand4 5, nor2 8, nand3 12
nor3 5, and4 2, dfxtp 29, xor2 3
layout make-up:
type	instances	area, um^2	area share (%)
clock buffer	8	80.1	3.10
inverter	4	15.0	0.581
multi-input combinational	176	1310	50.5
sequential	29	581	22.4
tap	102	128	4.93
timing repair buffer	48	478	18.5
Power is estimated from default activity; no workload was simulated.
