[./run.sh]
#!/bin/bash
# OpenROAD 26Q1-2900-gdf79404cd8, Yosys 0.63+post, stock flow scripts
make -C /OpenROAD-flow-scripts/flow DESIGN_CONFIG=/design/flow/config.mk WORK_HOME=/design/flow/orfs finish
[./design.v]
module pidctrl(clk, resetn, rpm_set, rpm_sense, mot_set );
input clk, resetn;
input logic signed [15:0] rpm_set, rpm_sense;
output logic signed [15:0] mot_set;
logic signed [15:0] error;
always_ff@(posedge clk) begin
	if(!resetn) begin
		error <= '0;
		mot_set <= '0;
	end
	else begin
		error <= rpm_set - rpm_sense;
		mot_set <= error + (mot_set >>> 2);
	end
end
endmodule
[./config.mk]
export PLATFORM = sky130hd
export DESIGN_NAME = pidctrl
export DESIGN_NICKNAME = pidctrl
export VERILOG_FILES = /design/flow/design.v
export SDC_FILE = /design/flow/constraint.sdc
export NUM_CORES = 4
export LEC_CHECK = 1
export CORE_UTILIZATION = 30
[./constraint.sdc]
current_design pidctrl

set clk_period 10.1
set clk_io_pct 0.2

create_clock -name clk0 -period $clk_period [get_ports {clk}]

set non_clock_inputs [all_inputs -no_clocks]
set_input_delay [expr $clk_period * $clk_io_pct] -clock clk0 $non_clock_inputs
set_output_delay [expr $clk_period * $clk_io_pct] -clock clk0 [all_outputs]
==> qor.csv <==
stage,metric,value,unit
power,p_int,337,µW
die,die.size.y,87.0,µm
global_routing,grt_pass1_vias,1589,
sta,slew-limit-headroom,64.2,%
power,p_seq_share,34.8,%
global_routing,grt-ovfl-total,0,
die,dieArea,7560,µm²
power,irDropWorstVdd,0.0532,mV
synthesis,ys_cells,255,
power,power_density,174,nW/µm²
synthesis,synthTopCellsByCount,"dfxtp_1, nor2_1, ha_1",
finish,nFillCells,683,
synthesis,async_reset_ff_share,0,%
finish,final_cells,405,
global_routing,grt_pass1_wl,7000,µm
cts,root_buffer,clkbuf_8,
job,maxCapViolCount,0,
cts,cts_buffers,5,
cts,post_cts_resized,0,
critical_path,slowest_delay,0.45,ns
cts,cts_buffer_depth,2,
critical_path,cp_slowest_cell,clkdlybuf4s50_1,
synthesis,ys_types,37,
die,core,6870,µm²
die,ioPinCount,50,
critical_path,cp.required,10.26,ns
sta,grt_setup_unrepaired,no,
synthesis,top_cells_by_area,"dfxtp_1, ha_1, nor2_1",
critical_path,path_buffers,2,
synthesis,synth_warnings,1,
placed_design,place_area,2770,µm²
critical_path,end_kind,flop,
placed_design,dp_slack,5.73,ns
routing,ant_nets,0,
routing,totalWireLength,4100,µm
power,power.switching,162,µW
synthesis,yosys_area,2170,µm²
routing,drc,0,
synthesis,synth_seq_share,29.6,%
sta,worst_slack,6.02,ns
finish,comb_area,1440,µm²
finish,drive_above_1_share,5.50,%
power,leakage,1.30,nW
cts,clk_latency,0.28,ns
finish,register_area,641,µm²
die,fp_util,31.5,%
sta,fin_crit,4.08,ns
sta,slew_violations,0,
placed_design,dp.cells,398,
die,die_w,87.0,µm
power,switching_share,32.5,%
critical_path,arrival,4.23,ns
cts,h-tree-depth,2,
synthesis,netlist_instances,255,
job,warnings,25,
placed_design,gp_congestion,0.860,
critical_path,path_delay_family,AND-OR/OR-AND gates,
routing,dr_total_vias,1815,
synthesis,synth_flops,32,
sta,fmax,0.245,GHz
cts,cts_setup_buffers,0,
sta,hold_violations,0,
synthesis,largest_area_cell,dfxtp_1,
power,power_frac_clock,20.9,%
synthesis,syn_area_per_cell,8.49,µm²
synthesis,edf_count,0,
sta,max_slew.worst_pin.slew,0.535,ns
critical_path,critPathKind,in2reg,
power,comb_power_share,44.3,%
finish,fin_area,2870,µm²
routing,drt_pass1_iterations,5,
global_routing,grt.total_usage,11.5,%
cts,clk_pin_slew_worst_paths,0.06,ns
routing,wl_per_cell,10.1,µm
die,rows,30,
status,status,finished clean,
sta,fin_tns_setup,0,ns
sta,clock_skew,0.00577,ns
cts,clock-sinks,32,
routing,via_per_inst,4.48,
routing,antenna_cells,0,
critical_path,cp_cell_sequence,clkdlybuf4s50_1 > inv_1 > ha_1 > fa_1 > nand2b_1 > a211oi_2 > o41ai_2 > o31ai_1 > xnor2_1 > nor2_1,
placed_design,port_buffers,49,
placed_design,dp_hpwl,3280,µm
routing,drt-initial-drc-count,62,
critical_path,crit_fanout,4,
cts,hold_buffers,0,
sta,setup_violations,0,
cts,cts_tree,done,
sta,fin_crit_sh,40.4,%
hold_path,worstHoldPathType,reg2reg,
critical_path,setup.worst_path.start_class,input pin,
synthesis,synth-main-ff-cell,dfxtp_1,
global_routing,grt_max_degree,26,
finish,areaGrowthSynthToFinish,32.5,%
synthesis,syn_area,2170,µm²
synthesis,top_cell_area_share,29.6,%
global_routing,antenna_found_initial,0,
-- per-stage QoR --
| step | hold slack [ns] | util (%) | power [mW] |
|---|---|---|---|
| 2_1_floorplan | 0.516 | - | 0.316 |
| 3_3_place_gp | 0.533 | 40.4 | 0.397 |
| 3_5_place_dp | 0.550 | 40.4 | 0.398 |
| 4_1_cts | 0.564 | 41.8 | 0.505 |
| 5_1_grt | 0.593 | 41.8 | 0.541 |
| 6_report | 0.558 | 41.8 | 0.499 |
-- layout by cell type (no fill, tap or decap), drive strengths merged --
cell type	count
nand4	3
dfxtp	32
xor2	8
nand3	3
o21bai	5
or2	1
a21oi	16
a31o	1
a31oi	5
fa	2
nor2b	2
xnor2	11
nand2	19
o41ai	1
buf	1
o2111a	1
ha	30
a211oi	6
o31ai	2
nand2b	6
clkdlybuf4s50	49
o21ai	14
a311oi	1
clkbuf	7
nor2	32
inv	21
o31a	2
a21o	8
nor3	7
and2	2
mux2i	4
o21a	6
and4	1
-- routing by layer --
layer / GRT usage, % / up-vias / wire length (µm)
met4: 1.67 / 0 / 57
met3: 1.35 / 4 / 150
li1: - / 998 / -
met2: 18.8 / 38 / 1780
met5: 0 / - / 0
met1: 16.9 / 775 / 2110
-- power groups by stage --
stage / Clock, mW / Combinational [mW] / Sequential (mW)
CTS: 0.108 / 0.222 / 0.175
global route: 0.112 / 0.250 / 0.178
finish: 0.104 / 0.221 / 0.174
-- final cells by class --
cell class	instances	area share [%]
Timing Repair Buffer	50	17.4
Clock buffer	7	3.36
Sequential cell	32	22.3
Tap cell	96	4.19
Inverter	21	2.75
Multi-Input combinational cell	199	50.0
-- path summary, 6_finish.rpt --
kind              start     endpoint  slack [ns]  cells after the start
max          rpm_set[0]    error[14]        6.02                     10
min            error[0]   mot_set[0]        0.56                      2
max reg2reg  mot_set[2]  mot_set[14]        7.79                      8
min reg2reg    error[0]   mot_set[0]        0.56                      2
-- worst min-delay path, stage by stage (launching register included) --
cell and delay, ns:
dfxtp_1 0.31, ha_1 0.12, and2_1 0.10
-- logic make-up after synthesis --
kind of cell	after synthesis	share of synthesized area, %
simple gates	76	15.8
compound gates	68	21.7
fa+ha+maj	32	19.2
flops	32	29.6
buf+inv	24	4.16
xor+xnor	19	7.68
mux	4	1.85
-- sequential cells by signal, summed over array words and instances, names as in the netlist --
register / count
error: 16
mot_set: 16
Power is estimated from default activity; no workload was simulated.
